==> flow/design.v <==
`timescale 1ns / 1ps
module ColorCompare
(
    input 			CLK,
	input 			CLR,
	input           INCR,               
	input           DIR_CNT,            
	input     [3:0] MAIN_CNT,           
	input     [1:0] H1,                 
	output reg [3:0] COL_CNT = 4'd0,    
	output          LED_OUT             
);
    always @ (posedge CLK) begin  
        if (CLR)
            COL_CNT <= 4'd0;
        else if (H1 & INCR & ~DIR_CNT)
            COL_CNT <= COL_CNT + 1;
        else if (H1 & INCR & DIR_CNT)
            COL_CNT <= COL_CNT - 1;
        else if (COL_CNT == 10 & H1 & ~DIR_CNT) COL_CNT <= 4'd0;
        else if (COL_CNT == 0 & H1 & DIR_CNT) COL_CNT <= 4'd10;
    end
    assign LED_OUT = (MAIN_CNT < COL_CNT) ? 1:0;  
endmodule
`timescale 1ns / 1ps
module ColorSel(
    input 			CLK,
	input 			CLR,
	input           CE_IN,  
	input    		SEL,    
	output reg [1:0] H1     
    );
    always @ (posedge CLK) begin  
		if(CLR)
			H1 <= 2'd0;
		else if (SEL & CE_IN)
		    H1 <= H1 + 1;
		else if (SEL & CE_IN & H1 > 2'd3)
		    H1 <= 2'd0;
    end
endmodule
`timescale 1ns / 1ps
module Debounce (
	input 			CLK,
	input 			CLR,
	input 			CE_IN,  
	input           KEY_IN,  
	output 			KEY_OUT  
);
	reg [3:0] P_OUT;  
   always @(posedge CLK)
	begin
		if(CLR)
			P_OUT <= 4'd0;
		else if (CE_IN)
				P_OUT <= {P_OUT[2:0],KEY_IN};
	end
	assign KEY_OUT = (&P_OUT[2:0]) & ~P_OUT[3] & CE_IN;  
endmodule
`timescale 1ns / 1ps
module DisplayControl(
    input 			CLK,
	input 			CLR,
	input           CE_IN,
	input     [1:0] H1,
	input     [3:0] RED_DUTY,    
    input     [3:0] GREEN_DUTY,    
    input     [3:0] BLUE_DUTY,
	output reg [3:0] SEG,        
	output reg [7:0] DISP        
    );
    reg [1:0] ANODE_TGL = 2'd0;  
    reg [3:0] H1_BCD;            
    reg [3:0] COL_DUTY;          
    reg [3:0] TENS;              
    reg [3:0] PRE_DISP;
    always @ (posedge CLK) begin
        if (CLR)
            ANODE_TGL <= 2'd0;
        else if (CE_IN)
            ANODE_TGL <= ANODE_TGL + 1;
    end
    always @ (posedge CLK) begin
        if (CLR)
            TENS <= 4'd0;
        else if (CE_IN) begin
            if (COL_DUTY == 4'b1010)
                TENS <= 4'b0001;
            else TENS <= 4'b0000;
        end
    end
    always @ (posedge CLK) begin
        if (CLR)
            PRE_DISP <= 4'd0;
        else if(CE_IN)
            case (ANODE_TGL)
                2'b00 : begin
                    PRE_DISP <= H1_BCD; end
                2'b01 : begin
                    PRE_DISP <= 4'b1111; end
                2'b11 : begin
                    PRE_DISP <= TENS; end
                2'b10 : begin
                    PRE_DISP <= COL_DUTY; end
                default : PRE_DISP <= 4'b0000;
            endcase      
    end
    always @ (posedge CLK) begin
        if (CLR)
            SEG <= 4'd0111;
        else if (CE_IN)
            case (ANODE_TGL)
                2'b00 : SEG <= 4'b0111;    
                2'b01 : SEG <= 4'b1011;    
                2'b10 : SEG <= 4'b1101;    
                2'b11 : SEG <= 4'b1110;    
                default : SEG <= 4'b0111;  
            endcase    
    end
    always @ (posedge CLK) begin
        if (CLR)
            H1_BCD <= 4'd0;
        else if (CE_IN)
            case (H1)
                2'b00 : H1_BCD <= 4'b0000;  
                2'b01 : H1_BCD <= 4'b0001;  
                2'b10 : H1_BCD <= 4'b0010;  
                2'b11 : H1_BCD <= 4'b0011;  
                default : H1_BCD <= 4'b0000;  
            endcase
    end
    always @ (posedge CLK) begin
        if (CLR)
            COL_DUTY <= 4'd0;
        else if (CE_IN)
            case (H1_BCD)
                4'b0000 : begin
                    COL_DUTY <= 4'b0000; end
                4'b0001 : begin
                    COL_DUTY <= RED_DUTY; end
                4'b0010 : begin
                    COL_DUTY <= GREEN_DUTY; end
                4'b0011 : begin
                    COL_DUTY <= BLUE_DUTY; end
                default : COL_DUTY <= 4'b0000;
            endcase
    end
    always @ (posedge CLK) begin
        if (CLR)
            DISP <= 8'b00000011;
        else if (CE_IN)
            case (PRE_DISP)
                4'b0000 : DISP <= 8'b00000011;  
                4'b0001 : DISP <= 8'b10011111;  
                4'b0010 : DISP <= 8'b00100101;  
                4'b0011 : DISP <= 8'b00001101;  
                4'b0100 : DISP <= 8'b10011001;  
                4'b0101 : DISP <= 8'b01001001;  
                4'b0110 : DISP <= 8'b01000001;  
                4'b0111 : DISP <= 8'b00011111;  
                4'b1000 : DISP <= 8'b00000001;  
                4'b1001 : DISP <= 8'b00001001;  
                4'b1010 : DISP <= 8'b00000011;  
                4'b1111 : DISP <= 8'b11111101;  
                default : DISP <= 8'b00000011;  
            endcase
    end
endmodule
`timescale 1ns / 1ps
module Main(
    input 			CLK,
	input 			CLR,
	input 			SEL_IN,
	input 			INCR_IN,
	input           DIR_IN,
	output wire [3:0] SEG,
	output wire [7:0] DISP,
	output wire RED_OUT,
	output wire GREEN_OUT,
	output wire BLUE_OUT
    );
    wire CE_O;
    wire SEL_OUT;
    wire INCR_OUT;
    wire DIR_OUT;
    wire DIR_CNT;
    wire [3:0] MAIN_CNT;
    wire [1:0] ONE_COLOR;
    wire [3:0] RED_CNT;
    wire [3:0] GREEN_CNT;
    wire [3:0] BLUE_CNT;
    SlowCLK Prescaler(
        .CLK (CLK),
        .CLR (CLR),
        .CE_O (CE_O)
    );
    MainNdir TwoCounters(
        .CLK (CLK),
        .CLR (CLR),
        .CE_IN (CE_O),
        .DIR (DIR_OUT),
        .DIR_CNT (DIR_CNT),
        .MAIN_CNT (MAIN_CNT)
    );
    Debounce Select(
        .CLK (CLK),
        .CLR (CLR),
        .CE_IN (CE_O),
        .KEY_IN (SEL_IN),
        .KEY_OUT (SEL_OUT)
    );
    Debounce Increment(
        .CLK (CLK),
        .CLR (CLR),
        .CE_IN (CE_O),
        .KEY_IN (INCR_IN),
        .KEY_OUT (INCR_OUT)
    );    
    Debounce Direction(
        .CLK (CLK),
        .CLR (CLR),
        .CE_IN (CE_O),
        .KEY_IN (DIR_IN),
        .KEY_OUT (DIR_OUT)
    );
    ColorSel ColorSelect(
        .CLK (CLK),
        .CLR (CLR),
        .CE_IN (CE_O),
        .SEL (SEL_OUT),
        .H1 (ONE_COLOR)
    );
    ColorCompare Red(
        .CLK (CLK),
        .CLR (CLR),
        .INCR (INCR_OUT),
        .DIR_CNT (DIR_CNT),
        .MAIN_CNT (MAIN_CNT),
        .H1 (ONE_COLOR == 2'd1),
        .COL_CNT (RED_CNT),
        .LED_OUT (RED_OUT)
    );
    ColorCompare Green(
        .CLK (CLK),
        .CLR (CLR),
        .INCR (INCR_OUT),
        .DIR_CNT (DIR_CNT),
        .MAIN_CNT (MAIN_CNT),
        .H1 (ONE_COLOR == 2'd2),
        .COL_CNT (GREEN_CNT),
        .LED_OUT (GREEN_OUT)
    );
    ColorCompare Blue(
        .CLK (CLK),
        .CLR (CLR),
        .INCR (INCR_OUT),
        .DIR_CNT (DIR_CNT),
        .MAIN_CNT (MAIN_CNT),
        .H1 (ONE_COLOR == 2'd3),
        .COL_CNT (BLUE_CNT),
        .LED_OUT (BLUE_OUT)
    );
    DisplayControl SevenSeg(
        .CLK (CLK),
        .CLR (CLR),
        .CE_IN (CE_O),
        .H1 (ONE_COLOR),
        .RED_DUTY (RED_CNT),
        .GREEN_DUTY (GREEN_CNT),
        .BLUE_DUTY (BLUE_CNT),
        .SEG (SEG),
        .DISP (DISP)
    );
endmodule
`timescale 1ns / 1ps
module MainNdir(
    input 			CLK,
	input 			CLR,
	input           CE_IN,         
	input           DIR,           
	output reg      DIR_CNT = 0,   
	output reg [3:0] MAIN_CNT = 0  
    );
    always @ (posedge CLK) begin
        if (CLR)
            DIR_CNT <= 1'd0;
        else if (DIR & CE_IN)
            DIR_CNT <= ~DIR_CNT;
    end
    always @ (posedge CLK) begin
        if (CLR)
            MAIN_CNT <= 4'd0;
        else if (CE_IN)
            MAIN_CNT <= MAIN_CNT + 1;
        else if (MAIN_CNT > 4'b1001)
            MAIN_CNT <= 4'd0;
    end
endmodule
`timescale 1ns / 1ps
module SlowCLK(
     input             CLK,
     input             CLR,
     output            CE_O
    );
    reg [17:0] SCK;
    always @ (posedge CLK) begin
        if (CLR)
            SCK <= 18'd0;
        else if (SCK > 18'd200000)
            SCK <= 18'd0;            
        else 
            SCK <= SCK + 1;        
    end
    assign CE_O = (SCK == 18'd200000);  
endmodule
==> flow/run.sh <==
#!/bin/bash
# OpenROAD 26Q1-2900-gdf79404cd8, Yosys 0.63+post, stock flow scripts
make -C /OpenROAD-flow-scripts/flow DESIGN_CONFIG=/design/flow/config.mk WORK_HOME=/design/flow/orfs finish
==> flow/config.mk <==
export PLATFORM = sky130hd
export DESIGN_NAME = Main
export DESIGN_NICKNAME = Main
export VERILOG_FILES = /design/flow/design.v
export SDC_FILE = /design/flow/constraint.sdc
export NUM_CORES = 4
export LEC_CHECK = 1
export CORE_UTILIZATION = 50
==> flow/constraint.sdc <==
current_design Main

set clk_period 2.9
set clk_io_pct 0.2

create_clock -name clk0 -period $clk_period [get_ports {CLK}]

set non_clock_inputs [all_inputs -no_clocks]
set_input_delay [expr $clk_period * $clk_io_pct] -clock clk0 $non_clock_inputs
set_output_delay [expr $clk_period * $clk_io_pct] -clock clk0 [all_outputs]
==> PnR_summary.wiki <==
== Flow metrics ==
{| class="wikitable"
! Metric !! Value
|-
| Per-cell routed wire length || 15.3 um
|-
| H-tree depth || 3
|-
| Clock tree from TritonCTS || yes
|-
| Slew @ Worst Pin || 0.807 ns
|-
| Maximum number of pins on one net before global-route repair || 52
|-
| Required time worst endpoint || 2.32 ns
|-
| Global router's overall resource usage || 0.226
|-
| Post-synth top area share || 0.333
|-
| Pre-antenna DRT Iters || 4
|-
| Clock tree buffer depth || 2
|-
| Routed WL || 9.63 mm
|-
| Fin Setup TNS || 0 ns
|-
| Maximum operating frequency || 0.367 GHz
|-
| Data arrival at the endpoint of the critical path || 2.14 ns
|-
| Die height || 95.7 um
|-
| Critical Path Start || Red.COL_CNT[1]$_SDFFE_PP0P_
|-
| Routability-driven placement congestion ratio || 0.822
|-
| Type of the setup path with the least slack || register to primary output
|-
| Number of max-slew violations in the final report || 0
|-
| Final WS setup || 0.176 ns
|-
| Global-route wire length before repair || 16.0 mm
|-
| Worst clock skew || 0.00974 ns
|-
| Setup crit end kind || primary output
|-
| Number of hold buffers added after CTS || 0
|-
| Routed Antenna Nets || 0
|-
| Top-level I/O count || 20
|-
| Dominant cell type by area after synthesis || sky130_fd_sc_hd__dfxtp_1
|-
| Post-synthesis cell area || 0.00439 mm^2
|-
| Leading cell types by total area after synthesis || sky130_fd_sc_hd__dfxtp_1 (33%), sky130_fd_sc_hd__ha_1 (12%), sky130_fd_sc_hd__a21oi_1 (5.9%)
|-
| Average size of a mapped cell || 8.41 um^2
|-
| R2R depth || 4
|-
| Crit-path max cell delay || 0.47 ns
|-
| Total Die Area || 0.00915 mm^2
|-
| Dominant flop cell || sky130_fd_sc_hd__dfxtp_1
|-
| Worst min-delay path category || register to register
|-
| Summed standard-cell area reported by yosys || 0.00439 mm^2
|-
| IR Drop Worst-Case VDD || 0.335 mV
|-
| Area growth syn-to-layout || 8.53%
|-
| Die Span X || 95.7 um
|-
| Max Fanout on Critical Path || 7
|-
| Standard-cell row count || 33
|-
| Reg-to-Reg End || SevenSeg.DISP[5]$_SDFFE_PP0P_
|-
| Clock transition at the registers of the reported paths || 0.08 ns
|-
| Count of instantiated cells in the yosys netlist || 522
|-
| Total inserted antenna cells || 0
|-
| Share of flip-flops with an asynchronous set or reset || 0
|-
| 1st-iter DRT viols || 180
|-
| Portion of total power attributed to the clock network || 0.432
|-
| Cells after Synth || 522
|-
| Slew headroom || 0.462
|-
| Count of cells resized by post-cts repair || 0
|-
| Power spent charging and discharging nets || 435 uW
|-
| Antenna violations before repair || 0
|-
| Unrepaired setup endpoints after global routing || no
|-
| Total CTS buffers || 9
|-
| R2R Setup Slk || 0.80 ns
|-
| Final worst path period share || 0.939
|-
| Worst Hold Launch || Select.P_OUT[2]$_SDFFE_PP0P_
|-
| Ys flops || 73
|-
| Outcome || finished clean
|-
| Post-CTS setup repair buffer count || 0
|-
| Vias per std cell || 5.96
|-
| Clk latency of the worst-skew pair || 0.35 ns
|-
| Distinct lib cells used || 59
|-
| Final setup violation count || 0
|-
| Startpoint type of the worst setup path || register
|-
| Proportion of layout cells with a drive suffix above 1 || 0.0665
|-
| Slowest stage cell, crit path || sky130_fd_sc_hd__clkdlybuf4s50_1
|-
| Total global routing overflow || 0
|-
| Floorplan-stage core utilization || 0.526
|-
| Capturing instance or port of the critical path || RED_OUT
|-
| Max-cap violations || 0
|-
| Clock sink total || 73
|-
| Worst setup slack after placement || 0.539 ns
|-
| Drt drc || 0
|-
| Crit path top cell by count || sky130_fd_sc_hd__a21o_1
|-
| Tmin final || 2.72 ns
|-
| Core outline area || 0.00834 mm^2
|-
| Flip-flops with a built-in enable || 0
|-
| P_int || 1480 uW
|-
| Final hold violation count || 0
|-
| Leakage power of the design || 0.00163 uW
|-
| Critical register-to-register path startpoint || Prescaler.SCK[10]$_SDFF_PP0_
|-
| Tool Warnings || 49
|-
| Via count || 3763
|-
| Total of buffers placed on input and output ports || 18
|-
| Critical-path cell list || inv_1 > ha_1 > a21o_1 > a21o_1 > a21oi_1 > clkdlybuf4s50_1
|-
| Share of power burned in registers || 0.530
|-
| Clock Root Buffer || sky130_fd_sc_hd__clkbuf_8
|-
| Sequential cell area fraction in the yosys report || 0.333
|-
| Cell Pwr Density || 403 mW/mm^2
|-
| Switching power as a share of total power || 0.227
|-
| Power share of the combinational group || 0.038
|-
| Warning count from the yosys run || 10
|-
| DP Wirelength || 6.19 mm
|-
| Via count of the first global-routing pass || 3360
|}
==> synth_stat cells, types with 7 or more instances <==
master	n
sky130_fd_sc_hd__buf_2	12
sky130_fd_sc_hd__a21oi_1	52
sky130_fd_sc_hd__nand3_1	29
sky130_fd_sc_hd__xnor2_1	12
sky130_fd_sc_hd__o211ai_1	11
sky130_fd_sc_hd__dfxtp_1	73
sky130_fd_sc_hd__o21ai_0	43
sky130_fd_sc_hd__a31oi_1	7
sky130_fd_sc_hd__nand4_1	12
sky130_fd_sc_hd__nand2_1	19
sky130_fd_sc_hd__inv_1	30
sky130_fd_sc_hd__nor3_1	12
sky130_fd_sc_hd__ha_1	41
sky130_fd_sc_hd__clkbuf_1	16
sky130_fd_sc_hd__a211oi_1	12
sky130_fd_sc_hd__nor2_1	32
sky130_fd_sc_hd__xor2_1	7
==> power groups by stage <==
stage | combinational [uW] | sequential, uW | clock [uW]
4_1_cts | 72.9 | 1020 | 860
5_1_grt | 82.1 | 1020 | 898
6_report | 72.6 | 1020 | 829
==> flip-flops by register name (all words and copies together) (netlist names), 4 cells and up <==
| register | flops |
|---|---|
| Direction.P_OUT | 4 |
| Red.COL_CNT | 4 |
| SevenSeg.COL_DUTY | 4 |
| Green.COL_CNT | 4 |
| Select.P_OUT | 4 |
| Increment.P_OUT | 4 |
| Prescaler.SCK | 18 |
| SevenSeg.PRE_DISP | 4 |
| SevenSeg.SEG | 4 |
| TwoCounters.MAIN_CNT | 4 |
| Blue.COL_CNT | 4 |
| SevenSeg.DISP | 7 |
==> metal layers <==
metal  vias to the layer above  part of all wire  track usage
met5                         -                 0            0
met1                      1783              0.49        0.327
li1                       1911                 -            -
met4                         0             0.011       0.0224
met2                        61              0.45        0.368
met3                         8             0.048       0.0479
==> worst min-delay path by stage <==
stage	to	slack (ns)	cells after the start
final	Select.P_OUT[3]$_SDFFE_PP0P_	0.47	2
after CTS	Select.P_OUT[3]$_SDFFE_PP0P_	0.47	2
after global routing	Direction.P_OUT[3]$_SDFFE_PP0P_	0.50	2
==> worst max-delay path, delay by kind of cell (launching register included) <==
family	cells	cell delay (ns)
buffers and inverters	2	0.59
AND-OR/OR-AND	3	0.48
flip-flops	1	0.44
adder cells (fa/ha/maj)	1	0.29
==> per-stage QoR <==
stage          power, uW  hold slack (ns)   util  cells  instance area, um^2
6_report            1920            0.475  0.571    631                 4760
5_1_grt             2000            0.498  0.571    631                 4760
4_1_cts             1950            0.473  0.571    631                 4760
3_5_place_dp        1110            0.469  0.546    615                 4560
3_3_place_gp        1110            0.457  0.546    615                 4560
2_1_floorplan       1090            0.435      -    522                 4390
==> area by class of cell <==
type                    count  area [um^2]
clock inverters             4         51.3
repair buffers             23          213
clock buffers              12          155
inverters                  30          113
fillers                   779         3580
flip-flops and latches     73         1460
well taps                 105          131
multi-input cells         384         2640
==> placed cells by master, fill, tap and decap left out, types with 4 or more instances in the layout <==
cell type | netlist | layout
sky130_fd_sc_hd__dfxtp_1 | 73 | 73
sky130_fd_sc_hd__a21oi_1 | 52 | 52
sky130_fd_sc_hd__o21ai_0 | 43 | 43
sky130_fd_sc_hd__ha_1 | 41 | 41
sky130_fd_sc_hd__nor2_1 | 32 | 32
sky130_fd_sc_hd__inv_1 | 30 | 30
sky130_fd_sc_hd__nand3_1 | 29 | 29
sky130_fd_sc_hd__nand2_1 | 19 | 19
sky130_fd_sc_hd__clkdlybuf4s50_1 | 0 | 17
sky130_fd_sc_hd__a211oi_1 | 12 | 12
sky130_fd_sc_hd__nand4_1 | 12 | 12
sky130_fd_sc_hd__xnor2_1 | 12 | 12
sky130_fd_sc_hd__nor3_1 | 12 | 12
sky130_fd_sc_hd__o211ai_1 | 11 | 11
sky130_fd_sc_hd__clkbuf_8 | 0 | 11
sky130_fd_sc_hd__xor2_1 | 7 | 7
sky130_fd_sc_hd__a31oi_1 | 7 | 7
sky130_fd_sc_hd__a21o_1 | 6 | 6
sky130_fd_sc_hd__a22oi_1 | 6 | 6
sky130_fd_sc_hd__and3b_1 | 6 | 6
sky130_fd_sc_hd__nor2b_1 | 5 | 5
sky130_fd_sc_hd__and3_1 | 5 | 5
sky130_fd_sc_hd__o21a_1 | 5 | 5
sky130_fd_sc_hd__nor4_1 | 5 | 5
sky130_fd_sc_hd__buf_4 | 6 | 5
sky130_fd_sc_hd__or4_1 | 4 | 4
sky130_fd_sc_hd__o31ai_1 | 4 | 4
sky130_fd_sc_hd__mux2i_1 | 4 | 4
==> cells by family (layout without fill, tap and decap cells) <==
group | after synthesis | in the layout | share of synthesized area
XOR/XNOR | 19 | 19 | 0.0379
other | 1 | 1 | 0.000855
AND-OR/OR-AND | 160 | 160 | 0.223
buffers and inverters | 65 | 69 | 0.0659
AND/OR/NAND/NOR | 156 | 156 | 0.206
flip-flops | 73 | 73 | 0.333
multiplexers | 7 | 7 | 0.0168
adder cells (fa/ha/maj) | 41 | 41 | 0.117
Power figures rest on the tool's default switching activity, not on a simulated workload.
